==> flow/design.v <==
`timescale 1ns / 1ps
module bcdcounter(
    input clk,
    input rst,
    output reg[3:0]count
    );
    always @(posedge clk or posedge rst)
    begin
    if(rst) count=4'b000;
    else if(count==4'b1001) count=4'b0000;
    else 
    count=count+1;
    end
endmodule
==> flow/run.sh <==
#!/bin/bash
# OpenROAD 26Q1-2900-gdf79404cd8, Yosys 0.63+post, stock flow scripts
make -C /OpenROAD-flow-scripts/flow DESIGN_CONFIG=/design/flow/config.mk WORK_HOME=/design/flow/orfs finish
==> flow/config.mk <==
export PLATFORM = sky130hd
export DESIGN_NAME = bcdcounter
export DESIGN_NICKNAME = bcdcounter
export VERILOG_FILES = /design/flow/design.v
export SDC_FILE = /design/flow/constraint.sdc
export NUM_CORES = 4
export LEC_CHECK = 1
export CORE_AREA = 10 10 70 70
export DIE_AREA = 0 0 80 80
==> flow/constraint.sdc <==
current_design bcdcounter

set clk_period 1.4
set clk_io_pct 0.2

create_clock -name clk0 -period $clk_period [get_ports {clk}]

set non_clock_inputs [all_inputs -no_clocks]
set_input_delay [expr $clk_period * $clk_io_pct] -clock clk0 $non_clock_inputs
set_output_delay [expr $clk_period * $clk_io_pct] -clock clk0 [all_outputs]
==> results.txt <==
Latest figures from synthesis and place and route.

The leakage power summed over all cells is 0.136 nW. The maximum clock path buffer count is 2. The placeable core area is 0.00342 mm^2.

The clock transition at the registers of the reported paths is 0.04 ns. Setup repair after global routing left no endpoint under its margin. The nature of the critical path endpoint is an output pin.

The first global-routing pass estimated 793 um of wire. The maximum fanout along the worst path is 2. The chip occupies 0.00640 mm^2. The detailed-routing iteration count for the pre-antenna-repair pass is 2.

Yosys reports that the leading cell type by area covers 59.3% of the netlist area. The run finished with clean final reports. The floorplan step set the die width to 80 um. The largest net degree at the start of global routing is 7. Once layout is complete, the utilization of the core stands at 9.63%. Per the layout area report, the combinational gate area comes to 53.8 um^2.

The average footprint of a synthesized cell is 10.6 um^2. The synthesized instance count is 16. The CTS tree is built. The max-slew violation count is 0. The clock net in this run drives a total of 4 sinks. Looking at area per cell type in the netlist, the leader is sky130_fd_sc_hd__dfrtp_1. The root buffer cell is sky130_fd_sc_hd__clkbuf_4. The standard cell area after detailed placement is 277 um^2. The number of cells in the finished layout apart from fillers is 74. The hold-fix buffer count after cts is 0. The synth_stat.txt file lists the number of cells as 16. In this run the layout overhead on the synthesized area is reported as 94.8%. The floorplan report gives the top-level pin count as 6. The wire length after detailed routing is 487 um. The post-synthesis chip area from yosys is 169 um^2. The critical path arrival is 1.04 ns. The area of all placed cells without fillers is 329 um^2. Per the placement log, port buffering inserted 5 buffers. The number of warnings printed during yosys synthesis is 1.

The worst-case vdd ir drop is 0.000118 V. Once placement completed, the tool counted placed cells totaling 67. The global route total overflow is 0. In this run the tightest slew margin relative to its limit is 90.4%. The post-route DRC violation count is 0.

The critical path class is flip-flop to output pin. The report lists the number of standard-cell rows as 21. The highest attainable clock frequency is 0.756 GHz.

On the critical path, the stage with the largest delay is an instance of sky130_fd_sc_hd__clkdlybuf4s50_1. The CTS report gives the tree buffer count as 3. The total tool warning count is 25. The flip-flop count of the largest register after layout is 4. The type of the tightest min-delay check is primary input to async pin. The dominant delay contributor by cell family on the critical path is buffers and inverters. The overall power of the completed layout is 0.260 mW. The number of H-tree levels is 1.

The initial standard-cell utilization of the core is 4.95%. The pre-CTS setup check shows a worst slack of 0.201 ns. In the Yosys report, the sequential cells make up 59.3% of the chip area. Once routing completed, OpenROAD measured the worst setup slack at 0.0777 ns. In the routed layout, each cell is associated on average with a via count of 2.00. The number of synthesized register bits is 4. The routed length per instance is 6.58 um. The number of global-route vias before repair is 176. The sequential cell area is 100 um^2. The number of diodes added for antenna fixing is 0. The final timing report lists a hold violation count of 0.

After layout, the minimum clock period comes to 1.32 ns. The data required time reported for the critical path is 1.12 ns. The HPWL after detailed placement is 334 um. The longest incremental delay of any stage on the critical path is reported as 0.47 ns. Summed over all routing layers, the global router reports a total usage of 1.69%. The antenna violation net count after detailed routing is 0.

Per the summary, power density relative to cell area is 790 mW/mm^2. The worst path buffer plus inverter count is 1. The slew at the pin closest to its max-slew limit is 0.140 ns. The max-cap check violation count is 0. The share of layout cells above drive strength 1 is 25.0%.

The synthesis report lists the most area-consuming cells as sky130_fd_sc_hd__dfrtp_1 (59%), sky130_fd_sc_hd__inv_1 (8.9%), sky130_fd_sc_hd__mux2i_1 (5.9%). The via count is 148. The violation tally recorded at the end of detailed-routing iteration 0 is 2. The number of fillers in the final layout is 401.

The total of endpoints with negative setup slack in the final report is 0. Yosys mapped the design onto 9 distinct sky130hd cell types. The final hold slack is 0.249 ns. Per the gpl log, the routability congestion estimate is 0.652. The signal on the critical path passes through clkdlybuf4s50_1. After synthesis the cells add up to 169 um^2. Per the OpenROAD floorplan log, the height of the die is 80 um. The post-route fraction of the period consumed by the critical path is 94.5%. The clock insertion delay at the later pin of the skew report is 0.23 ns.

The final sum of negative setup slack is 0 ns. The startpoint kind of the worst setup timing path is a flip-flop. The initial antenna violation count was 0.

Across the routed clock network, the largest skew measured is 0.00269 ns.
## cell usage in the layout (no fill, tap or decap)
cell type                         n
sky130_fd_sc_hd__clkdlybuf4s50_1  5
sky130_fd_sc_hd__inv_1            4
sky130_fd_sc_hd__dfrtp_1          4
sky130_fd_sc_hd__buf_4            4
sky130_fd_sc_hd__clkbuf_4         3
sky130_fd_sc_hd__o21ai_1          2
sky130_fd_sc_hd__o21ai_0          1
sky130_fd_sc_hd__mux2i_1          1
sky130_fd_sc_hd__nand2_1          1
sky130_fd_sc_hd__xnor2_1          1
sky130_fd_sc_hd__nand3b_1         1
sky130_fd_sc_hd__a22o_1           1
## worst paths after layout
| path | startpoint | end | slack (ns) | depth (start not counted) |
|---|---|---|---|---|
| worst max-delay path | count[2] | count[2] | 0.08 | 1 |
| worst min register to register | count[0] | count[0] | 0.55 | 2 |
| min in group clk0 | count[0] | count[0] | 0.55 | 2 |
| max in group asynchronous | rst | count[0] | 0.99 | 2 |
| worst min-delay path | rst | count[1] | 0.25 | 2 |
| worst max register to register | count[2] | count[3] | 0.37 | 4 |
## layer usage
metal  vias up  global-route usage, %  wire, um
li1         76                      -         -
met1        66                   1.93       233
met2         6                   1.69       145
met3         0                   2.27       108
met4         0                  0.528         0
met5         -                      0         0
## cell families (layout without fill, tap and decap cells)
family / count (synthesis) / after routing / share of synthesized area (%)
compound gates: 4 / 4 / 14.1
xor+xnor: 1 / 1 / 5.19
buf+inv: 4 / 16 / 8.89
flops: 4 / 4 / 59.3
mux: 1 / 1 / 5.93
simple gates: 2 / 2 / 6.67
## report_power, final
| group | internal, mW | switching [mW] | total, mW | leakage (nW) |
|---|---|---|---|---|
| sequential | 0.116 | 0 | 0.116 | 0.0513 |
| clock | 0.0956 | 0.0426 | 0.138 | 0.0138 |
| combinational | 0.00262 | 0.00268 | 0.00530 | 0.0709 |
## repair_timing
action | CTS | global route
setup buffers | 3 | 1
gates resized | 0 | 0
setup endpoints to repair | 3 | 1
pin swaps | 0 | 0
## layout make-up
class	count	share of cell area (%)
multi-input combinational	8	16.3
timing repair buffer	9	24.3
tap	46	17.5
sequential	4	30.4
clock buffer	3	6.84
inverter	4	4.56
## cell usage after synthesis
cell                       n
sky130_fd_sc_hd__a22o_1    1
sky130_fd_sc_hd__xnor2_1   1
sky130_fd_sc_hd__mux2i_1   1
sky130_fd_sc_hd__o21ai_1   2
sky130_fd_sc_hd__inv_1     4
sky130_fd_sc_hd__o21ai_0   1
sky130_fd_sc_hd__nand2_1   1
sky130_fd_sc_hd__nand3b_1  1
sky130_fd_sc_hd__dfrtp_1   4
No activity file was given, so power comes from the tool's default toggle rates.
