==> flow/design.v <==
`timescale 1ns / 1ps
module encoder(
    input [7:0] d,
    input en,
    output reg [2:0] b
    );
    always @(d,en)
    begin
    if(en) b=3'b000;
    else
        case(d)       
        8'b00000001:b=3'b000;
        8'b00000010:b=3'b001;
        8'b00000100:b=3'b010;
        8'b00001000:b=3'b011;
        8'b00010000:b=3'b100;
        8'b00100000:b=3'b101;
        8'b01000000:b=3'b110;
        8'b10000000:b=3'b111;
        default:b=3'bZZZ;       
        endcase
    end
endmodule
==> flow/run.sh <==
#!/bin/bash
# OpenROAD 26Q1-2900-gdf79404cd8, Yosys 0.63+post, stock flow scripts
make -C /OpenROAD-flow-scripts/flow DESIGN_CONFIG=/design/flow/config.mk WORK_HOME=/design/flow/orfs finish
==> flow/config.mk <==
export PLATFORM = sky130hd
export DESIGN_NAME = encoder
export DESIGN_NICKNAME = encoder
export VERILOG_FILES = /design/flow/design.v
export SDC_FILE = /design/flow/constraint.sdc
export NUM_CORES = 4
export LEC_CHECK = 1
export CORE_AREA = 10 10 70 70
export DIE_AREA = 0 0 80 80
==> flow/constraint.sdc <==
current_design encoder

set clk_period 1.8
set clk_io_pct 0.2

create_clock -name clk0 -period $clk_period

set non_clock_inputs [all_inputs -no_clocks]
set_input_delay [expr $clk_period * $clk_io_pct] -clock clk0 $non_clock_inputs
set_output_delay [expr $clk_period * $clk_io_pct] -clock clk0 [all_outputs]
==> flow_metrics.py <==
# Synthesis and PnR figures
metrics = {
    "floorplan": {
        "die_w_um": 80,
        "die_h_um": 80,
        "io_pins": 12,
        "fp.coreArea_sq_mm": 0.00342,
        "fp-utilization_pct": 4.62,
        "num_rows": 21,
        "chipArea_sq_mm": 0.00640,
    },
    "drt": {
        "drt_iter0_markers": 4,
        "avgViaCountPerCell": 2.97,
        "route.detailed.drc": 0,
        "vias": 255,
        "drtAntennaViolNets": 0,
        "dr.pass1.iters": 4,
        "n_antenna_cell": 0,
        "wire_per_inst_um": 10.4,
        "drt_wl_total_um": 897,
    },
    "global_routing": {
        "grt_pass1_wl_mm": 1.47,
        "antenna_found_initial": 0,
        "grt_use_total_pct": 2.82,
        "grt_max_degree": 7,
        "grt_pass1_vias": 287,
        "grt_overflow": 0,
    },
    "run": {
        "maxCapViolCount": 0,
        "warning_count": 34,
    },
    "final_timing": {
        "fin_tns_setup_ns": -0.0318,
        "final-max-slew-violation-count": 0,
        "max_freq_mhz": 546,
        "setup_ws_ns": -0.0318,
        "grt_setup_unrepaired": "yes",
        "period_used_pct": 102,
        "post-route-min-period_ns": 1.83,
        "hold_slack_ns": 1.08,
        "finalHoldViolations": 0,
        "max_slew_margin_pct": 81.9,
        "tightest_slew_ns": 0.271,
        "setup_viol": 1,
    },
    "power": {
        "vdd_drop_max_v": 0.0000881,
        "p_per_area_mw_per_mm2": 182,
        "cellLeakagePower_nw": 0.180,
    },
    "critical_path": {
        "cp-start-kind": "input pin",
        "slowest_delay_ns": 0.53,
        "cp_max_fo": 2,
        "critPathArrivalTime_ns": 1.47,
        "crit_start": "d[1]",
        "required_ns": 1.44,
        "cp_slowest_cell": "or4b_4",
        "crit_path_cell_trace": "buf_12 > or4b_4 > a2111oi_4 > buf_2",
        "path_class": "input pin to primary output",
        "end_kind": "primary output",
    },
    "synthesis": {
        "synth_seq_share_pct": 0,
        "yosys_warnings": 2,
        "synth_area_per_cell_sq_um": 7.51,
        "synth_area_sq_um": 158,
        "synthCells": 21,
        "synth.distinct_cells": 12,
        "yosys_area_sq_um": 158,
        "yosys_cells": 21,
    },
    "placement": {
        "place_ws_ns": -0.884,
        "hpwlAfterDp_um": 631,
        "dp_cells": 84,
        "portBuffers": 12,
        "gp_congestion": 0.799,
        "placed_cell_area_sq_um": 369,
    },
    "hold_path": {
        "min-delay-start": "d[1]",
        "hold_class": "input pin to primary output",
    },
    "layout": {
        "drive_above_1_share_pct": 77.5,
        "fillCellCount": 390,
        "stdcell_count": 86,
        "syn2layout_area_growth_pct": 225,
        "regArea_sq_um": 0,
        "n_sequential_cell": 0,
        "fin_area_sq_um": 513,
        "nClkBuffers": 0,
    },
    "run_status": {
        "outcome": "complete, but fails checks",
        "failed_checks": "setup timing",
    },
    "cts": {
        "cts_hold_buf": 0,
    },
}
cell families after synthesis:
group                     synth area share (%)
xor gates and xnor gates                  11.1
and+or+nand+nor                           59.5
AOI/OAI and AO/OA                         22.2
buffers and inverters                     7.14
per-layer routing:
metal / share of wire [%] / global-route usage [%]
met5: 0 / 0
met4: 0 / 0
met3: 8.8 / 0.909
met2: 29 / 3.13
met1: 62 / 4.95
metrics by stage:
step                      total power, W  utilization, %
after global placement         0.0000563            10.8
after CTS                      0.0000719            12.8
after detailed placement       0.0000587            10.8
after global routing           0.0000994            15.0
final                          0.0000932            15.0
after floorplan                0.0000197               -
final cells by class:
cell class | count | area (sq um) | share of cell area (%)
well taps | 46 | 57.6 | 11.2
multi-input cells | 20 | 279 | 54.4
repair buffers | 20 | 176 | 34.4
power breakdown:
group	switching (W)	total, W	leakage (nW)	internal, W
combinational	0.0000443	0.0000932	0.180	0.0000489
sequential	0	0	0	0
clock	0	0	0	0
path summary, 6_finish.rpt:
kind,end,slack [ns],cells after the start
min,b[0],1.08,4
max,b[0],-0.03,4
synth_stat cells:
master,number,area [sq um]
xor2_1,2,17.5
a211oi_1,2,15.0
a2111oi_2,1,15.0
nor4b_1,5,43.8
nor2_1,4,15.0
nor4_1,1,6.26
a21oi_1,1,5.00
buf_6,1,11.3
nand2_1,1,3.75
or3_1,1,6.26
nor3_1,1,5.00
or4b_4,1,13.8
what timing repair did:
action | 4_1_cts | 5_1_grt
buffers inserted | 1 | 1
setup endpoints to repair | 3 | 3
gates resized | 46 | 21
pin swaps | 5 | 11
critical path, delay by kind of cell:
family / cells / cell delay, ns
AND-OR/OR-AND: 1 / 0.32
buffers and inverters: 2 / 0.26
AND/OR/NAND/NOR: 1 / 0.53
cell usage in the layout, fill, tap and decap left out, drive strengths merged:
master	netlist	routed
nor4b	5	5
nor2	4	4
xor2	2	2
nor4	1	1
nand2	1	1
dlygate4sd2	0	4
or3	1	1
nor3	1	1
a2111oi	1	1
buf	1	16
a211oi	2	2
or4b	1	1
a21oi	1	1
Power is estimated from default activity; no workload was simulated.
