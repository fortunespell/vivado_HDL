--- design/flow/run.sh ---
#!/bin/bash
# OpenROAD 26Q1-2900-gdf79404cd8, Yosys 0.63+post, stock flow scripts
make -C /OpenROAD-flow-scripts/flow DESIGN_CONFIG=/design/flow/config.mk WORK_HOME=/design/flow/orfs finish
--- design/flow/config.mk ---
export PLATFORM = sky130hd
export DESIGN_NAME = encoderpri
export DESIGN_NICKNAME = encoderpri
export VERILOG_FILES = /design/flow/design.v
export SDC_FILE = /design/flow/constraint.sdc
export NUM_CORES = 4
export LEC_CHECK = 1
export CORE_AREA = 10 10 70 70
export DIE_AREA = 0 0 80 80
--- design/flow/constraint.sdc ---
current_design encoderpri

set clk_period 1.1
set clk_io_pct 0.2

create_clock -name clk0 -period $clk_period

set non_clock_inputs [all_inputs -no_clocks]
set_input_delay [expr $clk_period * $clk_io_pct] -clock clk0 $non_clock_inputs
set_output_delay [expr $clk_period * $clk_io_pct] -clock clk0 [all_outputs]
--- design/flow/design.v ---
`timescale 1ns / 1ps
module encoderpri(
    input [7:0] d,
    input en,
    output reg [2:0] b
    );
    always@(d,en)
    if(en) b=3'b0;
    else if(d[7]) b=3'd7;
    else if(d[6]) b=3'd6;
    else if(d[5]) b=3'd5;
    else if(d[4]) b=3'd4;
    else if(d[3]) b=3'd3;
    else if(d[2]) b=3'd2;
    else if(d[1]) b=3'd1;
    else b=3'b0;
endmodule
==> qor.tcl <==
set qor(final_common_cell) {buf_2}
set qor(ys_cells) 11
set qor(mostFrequentLayoutCells) {7 x buf_2, 3 x a21oi_2, 2 x clkbuf_2, 2 x buf_4}
set qor(gp_congestion) 0.814
set qor(die-width_microns) 80
set qor(syn-instance-count) 11
set qor(syn-mean-instance-area_sq_um) 6.14
set qor(synthToLayoutAreaGrowth_pct) 237
set qor(total_switching_power_mw) 0.0267
set qor(p_leak_nw) 0.0875
set qor(remaining_antenna_violation_count) 0
set qor(utilization_pct) 6.67
set qor(power_density_mw_per_mm2) 266
set qor(crit_type) {in -> out}
set qor(n_sequential_cell) 0
set qor(hold_viol) 0
set qor(fp-row-count) 21
set qor(critical_path.cell_chain) {clkdlybuf4s15_2 -> nor2_4 -> a21oi_2 -> dlygate4sd2_1}
set qor(grt_overflow) 0
set qor(grt_start_max_net_pins) 4
set qor(dp_slack_ps) -679
set qor(rsz_0062_raised_after_global_routing) {true}
set qor(antenna_found_initial) 0
set qor(setup.worst_path.end) {b[2]}
set qor(cell_with_the_largest_stage_delay_on_the_worst_path) {dlygate4sd2_1}
set qor(clkbuf_count) 0
set qor(floorplan.die.height_microns) 80
set qor(detail_route.wl_per_cell_microns) 5.50
set qor(yosys_warnings) 1
set qor(max_cap_viol_count) 0
set qor(die-area_sq_mm) 0.00640
set qor(met3_usage_pct) 0.568
set qor(route.detailed.drc) 0
set qor(grt_pass1_wl_microns) 558
set qor(crit_fanout) 2
set qor(p_int_mw) 0.0339
set qor(finalClockPeriodUsage_pct) 96.9
set qor(timing.max_slew.rel_slack_pct) 85.5
set qor(io_buffer_count) 11
set qor(first_global_vias) 131
set qor(run_status) {finished, final reports clean}
set qor(via_count) 131
set qor(post_layout_nonfiller_instances) 70
set qor(maxSlewViolCount) 0
set qor(fp-utilization_pct) 1.98
set qor(drive_above_1_share_pct) 83.3
set qor(io-pin-count) 12
set qor(worstMarginPinSlew_ps) 215
set qor(worst_setup_path_start_kind) {input pin}
set qor(area_leaders) {o41ai_2 24%, a21oi_1 22%, a21oi_2 13%, inv_1 11%, nor2_1 11%}
set qor(avgViaCountPerCell) 1.87
set qor(combPwrFrac_pct) 100.0
set qor(post-route-worst-setup-slack_ps) 33.6
set qor(timing.critical_path.to_type) {output pin}
set qor(tool_warnings) 34
set qor(min-delay-path-class) {in -> out}
set qor(post_synth_top_area_share_pct) 24.1
set qor(share_seq_of_total_power_pct) 0
set qor(drt_first_iter_violations) 0
set qor(post-synth-top-area-cell) {o41ai_2}
set qor(grt.total_usage_pct) 1.02
set qor(global_route.peak_usage_layer) {met2}
set qor(post_place_cells) 69
set qor(antenna-diode-count) 0
set qor(grt.met1_usage_pct) 1.38
set qor(vdd.ir_drop.worst_mv) 0.0204
set qor(chip_area_line_of_the_yosys_report_sq_um) 67.6
set qor(drt-total-wl_microns) 385
set qor(p_sw_share_pct) 44.1
set qor(required_ps) 880
set qor(fillerInstances) 410
set qor(mappedNetlistArea_sq_um) 67.6
set qor(max_stage_delay_ps) 240
set qor(timing.final.crit_period_ps) 1070
set qor(max_clock_freq_mhz) 938
set qor(ys_types) 7
set qor(setup_viol) 0
set qor(arrival_ps) 850
set qor(fp.coreArea_sq_mm) 0.00342
set qor(drt_first_pass_iters) 1
set qor(final-seq-area_sq_um) 0
set qor(portion_of_the_post_synthesis_area_used_by_sequential_elements_pct) 0
set qor(power_frac_clock_pct) 0
set qor(crit_start) {d[7]}
set qor(globalRouteMet2Util_pct) 1.44
-- repair_timing --
item	4_1_cts	5_1_grt
endpoints found under the setup margin	3	3
hold buffers	0	0
pin swaps	6	2
setup buffers	1	0
gates resized	38	6
-- through the flow --
| stage | instance area [sq um] | setup TNS, ps | hold slack [ps] | power (mW) |
|---|---|---|---|---|
| 6_report | 228 | 0 | 719 | 0.0607 |
| 5_1_grt | 228 | -38.5 | 750 | 0.0679 |
| 4_1_cts | 233 | 0 | 743 | 0.0595 |
| 3_5_place_dp | 243 | -1900 | 1430 | 0.0691 |
| 3_3_place_gp | 243 | -1890 | 1430 | 0.0685 |
| 2_1_floorplan | 67.6 | 0 | 451 | 0.0144 |
-- Yosys cell counts --
| cell type | instances |
|---|---|
| nor2_1 | 2 |
| o21ai_0 | 1 |
| a21oi_2 | 1 |
| nor3b_1 | 1 |
| inv_1 | 2 |
| a21oi_1 | 3 |
| o41ai_2 | 1 |
-- worst min path at each step --
stage | startpoint | cells after the start | slack, ps | to
4_1_cts | en | 3 | 740 | b[0]
5_1_grt | d[4] | 3 | 750 | b[0]
6_report | d[4] | 3 | 720 | b[0]
-- power groups by stage --
stage	logic (mW)	clock network [mW]	registers (mW)
after global routing	0.0679	0	0
final	0.0607	0	0
after CTS	0.0595	0	0
-- cell type report --
cell class	instances	area, sq um	area share, %
timing repair buffer	13	80.1	35.2
multi-input combinational	9	82.6	36.3
inverter	2	7.51	3.30
tap	46	57.6	25.3
-- cell families (layout without fill, tap and decap cells) --
kind of cell | count (synthesis) | in the layout | synth area share [%]
compound gates | 6 | 6 | 66.7
simple gates | 3 | 3 | 22.2
buf+inv | 2 | 15 | 11.1
-- metal layers --
layer | wire, microns | up-vias
met5 | 0 | -
met4 | 0 | 0
met3 | 84 | 0
met2 | 106 | 11
met1 | 194 | 53
li1 | - | 67
-- critical path, delay by kind of cell --
family | cells | cell delay (ps)
AND-OR/OR-AND | 1 | 60
buffers and inverters | 2 | 450
AND/OR/NAND/NOR | 1 | 120
Power figures rest on the tool's default switching activity, not on a simulated workload.
